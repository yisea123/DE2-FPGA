--- flow/run.sh ---
#!/bin/bash
# OpenROAD 26Q1-2900-gdf79404cd8, Yosys 0.63+post, stock flow scripts
make -C /OpenROAD-flow-scripts/flow DESIGN_CONFIG=/design/flow/config.mk WORK_HOME=/design/flow/orfs finish
--- flow/config.mk ---
export PLATFORM = sky130hd
export DESIGN_NAME = pwm
export DESIGN_NICKNAME = pwm
export VERILOG_FILES = /design/flow/design.v
export SDC_FILE = /design/flow/constraint.sdc
export NUM_CORES = 4
export LEC_CHECK = 1
export CORE_AREA = 10 10 112 112
export DIE_AREA = 0 0 122 122
--- flow/constraint.sdc ---
current_design pwm

set clk_period 4.2
set clk_io_pct 0.2

create_clock -name clk0 -period $clk_period [get_ports {clk}]

set non_clock_inputs [all_inputs -no_clocks]
set_input_delay [expr $clk_period * $clk_io_pct] -clock clk0 $non_clock_inputs
set_output_delay [expr $clk_period * $clk_io_pct] -clock clk0 [all_outputs]
--- flow/design.v ---
module pwm(clk, synch_reset, CE, OE, data_in, out, dir, cmp_magn);
parameter PWM_IN_SIZE = 10;
input clk, synch_reset;  
input CE;   
input OE;  
input signed [PWM_IN_SIZE-1:0] data_in;   
output reg out; 	 
output reg [1:0] dir ; 	 
reg [PWM_IN_SIZE-2:0] count;   
wire [PWM_IN_SIZE-1:0] cmp_magn_temp = (data_in[PWM_IN_SIZE-1]? 1'b0-data_in : data_in);
output reg  [PWM_IN_SIZE-1:0] cmp_magn;
localparam [PWM_IN_SIZE-2:0] ff = {(PWM_IN_SIZE-1){1'b1}};  
reg [1:0] dir1;
always @(posedge clk) begin
	if (synch_reset)
		begin
			count <= 0;
			cmp_magn <= cmp_magn_temp;
			dir1[0] <= data_in[PWM_IN_SIZE-1];
		end
	else if (CE) begin
		if (count == ff)  
			begin
				dir1[0] <= data_in[PWM_IN_SIZE-1];
				cmp_magn <= cmp_magn_temp;
			end
		count <= count + 1'b1;
		dir[0] <= dir1[0];  
		if (count < cmp_magn)
			out <= OE;
		else out <= 0;
	end
	dir[1] <= ~dir[0];
end
endmodule
==> flow_summary.toml <==
# yosys + openroad results
[global_route]
antenna_found_initial = 0
gr-total-overflow = 0
grt_use_total_pct = 3.64
grt_max_degree = 15
grt_pass1_vias = 890
grt_pass1_wl_microns = 4290

[power_and_ir_drop]
seq_power_share_pct = 55.6
pwr-share-clk_pct = 28.8
power_mw = 0.475
p_leak_nw = 0.628
p_int_mw = 0.366
swShare_pct = 22.9
power_frac_comb_pct = 15.6
p_per_area_nw_per_um2 = 284
ir_drop_uv = 120
power.switching_mw = 0.109

[worst_setup_path]
slowest_delay_ps = 680
cpMaxStageDelayCell = "clkdlybuf4s50_1"
arrival_ps = 2330
critical_path.cell_chain = "clkdlybuf4s50_1 > and3_1 > nand2_1 > or3_1 > a21oi_1"
cp_max_fo = 8
cp-start-kind = "input pin"
critPathKind = "in -> reg"
cp-end-kind = "flip-flop"
rrSetupSlack_ps = 2510
required_ps = 4390

[clock_tree]
htreeDepth = 1
cts_hold_buf = 0
cts.root.buffer_cell = "clkbuf_8"
cts_setup_buffers = 0
cts_tree = "done"
cts-resized-gates = 0
numClockSinks = 23
clockBufferDepth = 2
cts_made_buffers = 3
clock.latency.late_pin_ps = 260
path_clk_slew_ps = 80

[die]
rows = 37
die_h_microns = 122
die_w_microns = 122
dieArea_sq_um = 14900
initial_core_util_pct = 11.8
core_sq_um = 10200
io_pins = 27

[yosys]
async_flop_share_pct = 0
synth_cell_types = 30
synthCells = 112
ys_sh_mux_pct = 1.66
yosys-top-cells-count = "edfxtp_1 (13), ha_1 (11), inv_1 (11), dfxtp_1 (10)"
area_leaders = "edfxtp_1 (32%), dfxtp_1 (17%), ha_1 (11%)"
synthAoiAreaFrac_pct = 11.0
netlist.area_leader.share_pct = 32.4
edf_count = 13
yosys_most_used_dff = "edfxtp_1"
adder_share_pct = 11.4
ys_warn_count = 1
ys_sh_simple_pct = 13.7
syn_avg_cell_area_sq_um = 10.8
synth_area_sq_um = 1200
synth_stat.cells = 112
xor_share_pct = 8.72
yosys.stat.seqShare_pct = 49.0
top_cell = "edfxtp_1"
yosys_area_sq_um = 1200
topCombFamilyByArea = "simple AND/OR/NAND/NOR gates"
ys.flops = 23
synth_area_leader_cell = "edfxtp_1"

[timing]
setup_slack_ps = 2060
setup-tns-final_ps = 0
finalCritPeriodShare_pct = 50.9
setup_violations = 0
finClkSkew_ps = 3.00
rsz0062_at_grt = "false"
worst_pin_slew_ps = 444
relSlewSlack_pct = 70.3
period_needed_ps = 2140
hold_violations = 0
whs_ps = 436
fmax_ghz = 0.468
final_max_slew_viol_count = 0

[route]
ant_nets = 0
drt_iter0_drc = 42
first_pass_iters = 4
post_drt_wl_per_cell_microns = 9.99
antennaDiodeCount = 0
num_vias = 874
wl_microns = 2750
via_per_inst = 3.18
drc = 0

[layout]
areaGrowthSynthToFinish_pct = 38.7
drive_above_1_share_pct = 4.32

[hold_path]
hold_class = "reg -> reg"

[run]
maxCapViolCount = 0
warnings = 25

[status]
status = "complete, no violations"

[placed_design]
io_buffers = 26
gp_congestion = 0.802
dp_hpwl_microns = 2340
post-place-ws_ps = 1770
-- cell type report --
cell class                 count  area, sq um
clock buffer                   3         41.3
clock inverter                 1         7.51
fill                        1114         8560
inverter                      11         41.3
multi-input combinational     75          561
sequential                    23          591
tap                          136          170
timing repair buffer          26          260
-- cells in the final DEF, fill, tap and decap left out --
master           Yosys  final
clkdlybuf4s50_1      0     26
edfxtp_1            13     13
inv_1               11     11
ha_1                11     11
dfxtp_1             10     10
nor2_1               8      8
xnor2_1              8      8
nand2_1              6      6
o21ai_0              5      5
a21oi_1              5      5
nand2b_1             4      4
xor2_1               4      4
nand4_1              3      3
or3_1                3      3
clkbuf_8             0      3
nand3_1              2      2
a21o_1               2      2
mux2i_1              2      2
or4_4                1      1
o31ai_4              1      1
o21ai_1              1      1
o41ai_1              1      1
o31ai_1              1      1
nor2b_1              1      1
nor4_1               1      1
and3_1               1      1
and4b_1              1      1
a211oi_1             1      1
a41oi_1              1      1
o2bb2ai_1            1      1
clkinvlp_4           0      1
-- flip-flops by register name (all words and copies together), names as in the netlist --
register,count
cmp_magn,10
count,9
dir1,1
dir,2
out,1
-- critical path, delay by kind of cell --
| kind | cells | cell delay (ps) |
|---|---|---|
| AND-OR/OR-AND | 1 | 140 |
| AND/OR/NAND/NOR | 3 | 660 |
| buffers and inverters | 1 | 680 |
-- cells by family (layout without fill, tap and decap cells) --
kind of cell               Yosys count  after routing
AOI/OAI and AO/OA                   19             19
adders and majority gates           11             11
and+or+nand+nor                     31             31
xor gates and xnor gates            12             12
buffers and inverters               14             41
DFF                                 23             23
muxes                                2              2
-- metal layers --
layer | GRT usage, % | wire length (microns)
met2 | 6.09 | 1340
met3 | 1.46 | 160
met5 | 0 | 0
met4 | 0.373 | 20
met1 | 4.48 | 1230
-- per-stage QoR --
stage                     util, %  area [sq um]  cells
final                        16.3          1670    275
after CTS                    16.3          1670    275
after global routing         16.3          1670    275
after floorplan                 -          1200    112
after detailed placement     15.9          1620    271
after global placement       15.9          1620    271
-- power by group through the flow --
stage     registers (mW)  logic, mW  clock network, mW
4_1_cts            0.265     0.0767              0.143
5_1_grt            0.267     0.0840              0.154
6_report           0.264     0.0742              0.137
-- worst paths after layout --
kind | startpoint | to | cells after the start
max | CE | count[7]$_SDFFE_PP0P_ | 5
min | dir[0]$_DFFE_PP_ | dir[1]$_DFF_P_ | 1
max reg2reg | count[2]$_SDFFE_PP0P_ | cmp_magn[2]$_DFFE_PP_ | 4
min reg2reg | dir[0]$_DFFE_PP_ | dir[1]$_DFF_P_ | 1
Power and IR drop assume default switching activity.
