$ cat /design/flow/constraint.sdc
current_design encoder

set clk_period 10.0
set clk_io_pct 0.2

create_clock -name clk0 -period $clk_period [get_ports {clk}]

set non_clock_inputs [all_inputs -no_clocks]
set_input_delay [expr $clk_period * $clk_io_pct] -clock clk0 $non_clock_inputs
set_output_delay [expr $clk_period * $clk_io_pct] -clock clk0 [all_outputs]
$ cat /design/flow/design.v
module encoder (
	clk,
	synch_reset,
	chA,
	chB,
	count
);
input clk;
input synch_reset;
input chA;
input chB;
output reg signed [31:0]	count;
reg As, Bs;  
reg A_prev, B_prev;
always@(posedge clk) begin
	A_prev <= As; B_prev <= Bs;
	As <= chA; 
	Bs <= chB;
	if (synch_reset)
		count <= 0;
	else 
	begin
		case({A_prev, B_prev, As, Bs})
		4'b0010, 4'b1011, 4'b0100, 4'b1101:
			count <= count + 1'b1; 
		4'b0001, 4'b0111, 4'b1110, 4'b1000:
			count <= count - 1'b1;
		default: ; 
		endcase
		if(count>1000) begin	
			count<=-999;
		end
		if(count<=-1000) begin
			count<=999;	
		end
	end
end
endmodule
$ cat /design/flow/run.sh
#!/bin/bash
# OpenROAD 26Q1-2900-gdf79404cd8, Yosys 0.63+post, stock flow scripts
make -C /OpenROAD-flow-scripts/flow DESIGN_CONFIG=/design/flow/config.mk WORK_HOME=/design/flow/orfs finish
$ cat /design/flow/config.mk
export PLATFORM = sky130hd
export DESIGN_NAME = encoder
export DESIGN_NICKNAME = encoder
export VERILOG_FILES = /design/flow/design.v
export SDC_FILE = /design/flow/constraint.sdc
export NUM_CORES = 4
export LEC_CHECK = 1
export CORE_UTILIZATION = 40
==> flow_summary.yaml <==
# synthesis and place-and-route metrics
place:
  gp_congestion: 0.872
  port_buffers: 35
  dp.cells: 471
  hpwl_um: 5500
floorplanning:
  row_count: 30
  die_w_um: 87.9
  die-area_mm2: 0.00772
  io_pins: 36
  fp_util_pct: 42.5
  core_mm2: 0.00694
  die_h_um: 87.9
route:
  drt-total-wl_um: 7250
  drc: 0
  drt_iter0_markers: 140
  vias: 2727
  n_antenna_cell: 0
  first_pass_iters: 5
  via_per_inst: 5.69
  postRouteAntennaNets: 0
  wl_per_cell_um: 15.1
synthesis:
  yosys-stat-cells: 346
  synth_area_mm2: 0.00295
  ys_warn_count: 1
  synthCells: 346
  async_reset_ff_share_pct: 0
  edf_count: 0
  synth-main-ff-cell: "dfxtp_1"
  synth.distinct_cells: 59
  syn_avg_cell_area_um2: 8.52
  synth_flops: 36
  ys_area_mm2: 0.00295
  ys_seq_share_pct: 24.4
clock_tree:
  clkTransAtPathRegs_ns: 0.07
  cts_hold_buffers: 0
  clk_latency_ns: 0.28
  cts_setup_buffers: 0
  cts_sinks: 36
  cts_made_buffers: 5
  cts_tree: "done"
  htree_levels: 2
  cts_root_buf: "clkbuf_8"
  cts_buffer_depth: 2
  postCtsResizedCells: 0
cells_and_area:
  fin_cells: 479
  final_util_pct: 50.3
  drive_gt1_share_pct: 8.62
  area_delta_synth_final_pct: 18.4
timing:
  period_used_pct: 34.4
  finalMaxSlewViolations: 0
  rsz0062_at_grt: "no"
  timing.slew.headroom_pct: 49.1
  max_freq_mhz: 291
  fin_tns_setup_ns: 0
  clock_skew_ns: 0.00602
  min_period_ns: 3.44
  hold_viol_final: 0
  setup_viol: 0
  worstMarginPinSlew_ns: 0.763
setup_path:
  crit_arrival_ns: 3.60
  critical_path_class: "flip-flop to flip-flop"
  crit_path_end_kind: "flip-flop"
  worst_setup_path_start_kind: "flip-flop"
  cp_max_fo: 34
  critPathRequiredTime_ns: 10.16
  reg2reg_depth: 12
global_route:
  grt_usage_pct: 20.3
  grt_pass1_wl_um: 12100
  grt_pass1_vias: 2466
  grt_max_degree: 35
  antenna_found_initial: 0
  grt_overflow_total: 0
run:
  tool_warnings: 27
  drv_cap: 0
hold_path:
  hp-class: "flip-flop to flip-flop"
  holdPathStages: 0
power:
  powerDensity_mw_per_mm2: 307
  vdd.ir_drop.worst_v: 0.000144
  power_leakage_nw: 1.50
  fin_total_pwr_mw: 1.07
run_status:
  status: "finished, final reports clean"
logic make-up (layout without fill, tap and decap cells):
family / after synthesis / in the layout / synth area share [%]
muxes: 6 / 6 / 2.42
AOI/OAI and AO/OA: 122 / 122 / 28.9
buffers and inverters: 17 / 54 / 2.38
xor gates and xnor gates: 32 / 32 / 9.50
DFF: 36 / 36 / 24.4
adders and majority gates: 33 / 33 / 14.3
and+or+nand+nor: 100 / 100 / 18.2
routing by layer:
metal  vias to the layer above  track usage [%]  routed length [µm]  part of all wire (%)
met2                        53             32.6                3340                    46
met5                         -                0                   0                     0
met3                         6             2.39                 262                   3.6
met4                         0             1.64                  48                  0.66
li1                       1379                -                   -                     -
met1                      1289             31.0                3600                    50
path summary, 6_finish.rpt:
kind | start | end | slack (ns)
max | As$_DFF_P_ | count[29]$_SDFFE_PP0P_ | 6.56
min | As$_DFF_P_ | A_prev$_DFF_P_ | 0.36
max reg2reg | As$_DFF_P_ | count[29]$_SDFFE_PP0P_ | 6.56
min reg2reg | As$_DFF_P_ | A_prev$_DFF_P_ | 0.36
sequential cells by signal (all words and copies together) (netlist names):
signal,flops
As,1
A_prev,1
B_prev,1
Bs,1
count,32
metrics by stage:
| stage | setup slack, ns | area [µm²] | hold WS (ns) |
|---|---|---|---|
| 2_1_floorplan | 5.95 | 2950 | 0.349 |
| 5_1_grt | 6.32 | 3490 | 0.365 |
| 3_3_place_gp | 6.51 | 3400 | 0.355 |
| 6_report | 6.56 | 3490 | 0.362 |
| 3_5_place_dp | 6.47 | 3400 | 0.354 |
| 4_1_cts | 6.57 | 3490 | 0.364 |
layout by cell type, fill, tap and decap left out, types with 2 or more instances in the layout:
master,Yosys,final
ha_1,32,32
nor3_1,2,2
dfxtp_1,36,36
a21o_1,17,17
and3_1,5,5
mux2_2,5,5
inv_1,9,9
clkbuf_8,0,6
clkdlybuf4s50_1,0,35
o31ai_1,2,2
a2111oi_2,2,2
nand3_1,9,9
and4_1,2,2
o211ai_1,2,2
nor3b_1,2,2
a31oi_1,5,5
o2111ai_1,2,2
a211oi_1,2,2
nand4_1,6,6
nor3_2,2,2
or4_1,3,3
nand3b_1,3,3
xor2_1,11,11
and2_1,3,3
nor2_1,13,12
o21ai_0,13,13
buf_4,0,2
or3_1,2,2
nor2b_1,5,5
clkbuf_1,2,2
a31o_2,2,2
nand2_1,32,32
xnor2_1,21,21
nor4_1,6,6
a21oi_1,54,54
o21a_1,2,2
nand2b_1,3,3
cell usage after synthesis, types with 3 or more instances:
master,count,area share [%]
and2_1,3,0.64
ha_1,32,14
nand2_1,32,4.1
a31oi_1,5,1.1
a21o_1,17,4.3
o21ai_0,13,2.2
inv_1,9,1.1
nor2_1,13,1.7
buf_2,5,0.85
nor2b_1,5,1.1
nand2b_1,3,0.64
xor2_1,11,3.3
and3_1,5,1.1
or4_1,3,0.76
nand4_1,6,1.3
xnor2_1,21,6.2
a21oi_1,54,9.2
nand3_1,9,1.5
dfxtp_1,36,24
nor4_1,6,1.3
nand3b_1,3,0.76
mux2_2,5,1.9
final cells by class:
type                    instances  area [µm²]
flip-flops and latches         36         721
multi-input cells             293        2160
clock buffers                   8        90.1
well taps                      96         120
fillers                       672        3450
inverters                       9        33.8
repair buffers                 37         365
power breakdown:
group          leakage [nW]  switching, mW  internal (mW)
Sequential            0.301         0.0877          0.209
Clock                0.0455         0.0488         0.0562
Combinational          1.15          0.334          0.335
worst max-delay path: stages, from the launching register on:
cell and delay, ns:
dfxtp_1 0.31, xor2_1 0.18, nor2_2 0.11, buf_4 0.39
ha_1 0.38, and3_1 0.22, a221oi_2 0.35, o21a_2 0.24
o21ai_2 0.11, a221oi_4 0.42, o31ai_4 0.14, a2111oi_2 0.37
a211oi_1 0.08
Power figures rest on the tool's default switching activity, not on a simulated workload.
