File: design/flow/design.v
module PWM(
			clk_in, 
			CE_in, 
			synch_reset_in, 
			PWM_data_input, 
			signmode, 
			PWM_out, 
			dirout
		);
parameter		PWM_IN_SIZE = 10;  
input 			clk_in, CE_in, synch_reset_in;
input				signmode;	 
input [PWM_IN_SIZE-1:0] 	PWM_data_input;
output reg 						PWM_out;
output [1:0]					dirout;
reg 	[PWM_IN_SIZE-1:0] 	count;
wire 	[PWM_IN_SIZE-1:0] 	magn;
assign magn =
	(signmode?(PWM_data_input[PWM_IN_SIZE-1]? 1'b0-PWM_data_input : PWM_data_input)<<1 : PWM_data_input);
assign dirout	= (signmode?(PWM_data_input[PWM_IN_SIZE-1]? 2'b01 : 2'b10):2'b10);  
always @(posedge clk_in) begin
	if (synch_reset_in) begin
		PWM_out 		<= 0;
		count 		<= 0;
	end
	else if (CE_in) begin
		if (count < magn) PWM_out <= 1;  
		else					PWM_out <= 0;
		count 		<= count+1;
	end
end
endmodule
File: design/flow/run.sh
#!/bin/bash
# OpenROAD 26Q1-2900-gdf79404cd8, Yosys 0.63+post, stock flow scripts
make -C /OpenROAD-flow-scripts/flow DESIGN_CONFIG=/design/flow/config.mk WORK_HOME=/design/flow/orfs finish
File: design/flow/config.mk
export PLATFORM = sky130hd
export DESIGN_NAME = PWM
export DESIGN_NICKNAME = PWM
export VERILOG_FILES = /design/flow/design.v
export SDC_FILE = /design/flow/constraint.sdc
export NUM_CORES = 4
export LEC_CHECK = 1
export CORE_AREA = 10 10 96 96
export DIE_AREA = 0 0 106 106
File: design/flow/constraint.sdc
current_design PWM

set clk_period 3.0
set clk_io_pct 0.2

create_clock -name clk0 -period $clk_period [get_ports {clk_in}]

set non_clock_inputs [all_inputs -no_clocks]
set_input_delay [expr $clk_period * $clk_io_pct] -clock clk0 $non_clock_inputs
set_output_delay [expr $clk_period * $clk_io_pct] -clock clk0 [all_outputs]
==> out/metrics.yaml <==
layout:
  final_core_util_pct: 17.52
  seqCellArea_um2: 220.2
  areaGrowthSynthToFinish_pct: 38.74
  layout-drive-gt1-share_pct: 8.209
  final-comb-area_um2: 646.9
  fillers: 818
place:
  gp_congestion: 0.7929
  dp_hpwl_um: 1761
  port_buffers: 16
timing:
  grt_setup_unrepaired: "no"
  worst_slew_pin_slew_ns: 0.4507
  finalSetupViolCount: 0
  slew_viol_final: 0
  clock_skew_ns: 0.002694
  fmax_mhz: 375.9
  tns_ns: 0
  worst_hold_slack_ns: 0.4899
  post-route-period-util_pct: 88.68
  slew_headroom_pct: 69.86
  fin_crit_ns: 2.660
  hold_viol: 0
setup_path:
  critPathArrivalTime_ns: 2.80
  required_ns: 3.14
  cp-start-kind: "input port"
  cp_max_fo: 4
  cp-end-kind: "flip-flop"
  worst-setup-path-type: "input port to flip-flop"
synth:
  synth.distinct_cells: 30
  postSynthCellCount: 113
  synth_warnings: 1
  ys.flops: 11
  ys_cells: 113
  synth_area_leader_cell: "dfxtp_1"
  ys_area_um2: 910.9
  ys_seq_share_pct: 24.18
  synth.cell_area_um2: 910.9
  top_cell_area_share_pct: 24.18
  avgSynthCellArea_um2: 8.061
  area_leaders: "dfxtp_1, ha_1, mux2i_1, xor2_1, xnor2_1"
clock_tree:
  clock_sinks: 11
  htree_levels: 1
  clkLatencyLatePin_ns: 0.23
  cts-resized-gates: 0
  clk_transition_reported_paths_ns: 0.05
  clockBufferDepth: 2
  cts_tree: "built"
  cts_hold_buf: 0
  postCtsSetupRepairBufs: 0
  root_buffer: "clkbuf_8"
  numCtsBuffers: 3
drt:
  vias: 842
  antenna_cells: 0
  drtAntennaViolNets: 0
  drc_errors: 0
  drtIter0Drc: 29
  dr.pass1.iters: 4
  drt-wirelength-per-cell_um: 9.146
  wl_um: 2131
  via_per_inst: 3.614
global_route:
  overflow: 0
  grt_util_all_layers_pct: 3.871
  grt_max_degree: 13
  antenna_found_initial: 0
  grt_pass1_wl_um: 3739
  grt_pass1_vias: 838
pwr:
  power.density_nw_per_um2: 311.0
  p_int_uw: 294.4
  peakVddDrop_mv: 0.1212
  power.leakage_nw: 0.5076
  power_uw: 393.0
  clkPwrFrac_pct: 36.8
  power.switching_uw: 98.62
  pwr-share-seq_pct: 39.3
  combPwrFrac_pct: 23.9
  power.share.switching_pct: 25.09
die:
  fp_util_pct: 12.63
  core.rowCount: 31
  core_um2: 7214
  chip_area_um2: 11240
  die_x_um: 106
  boundaryPins: 17
  fp.dieH_um: 106
run:
  drv_cap: 0
  tool_warnings: 25
min_path:
  hold_path_class: "flip-flop to flip-flop"
outcome:
  outcome: "complete, no violations"
## final cells by class
| type | instances | share of cell area (%) |
|---|---|---|
| Clock buffer | 4 | 3.564 |
| Inverter | 6 | 1.782 |
| Multi-Input combinational cell | 91 | 51.19 |
| Sequential cell | 11 | 17.43 |
| Tap cell | 99 | 9.802 |
| Timing Repair Buffer | 22 | 16.24 |
## kinds of logic after synthesis
logic type | synth area share (%)
and+or+nand+nor | 17.58
buffers and inverters | 4.806
AOI/OAI and AO/OA | 21.15
adders and majority gates | 15.11
DFF | 24.18
muxes | 6.594
xor gates and xnor gates | 10.58
## metrics by stage
stage | std cells | worst slack (ns) | instance area [µm²]
after floorplan | 113 | 0.7250 | 910.9
after global placement | 229 | 0.1320 | 1219
after detailed placement | 229 | 0.1309 | 1219
after CTS | 233 | 0.3769 | 1264
after global routing | 233 | 0.1499 | 1264
final | 233 | 0.3397 | 1264
## registers in the layout, indices dropped and copies added, names as in the netlist
signal   count
count       10
PWM_out      1
## power groups by stage
stage | Sequential [mW] | Combinational, mW | Clock (mW)
global route | 0.155 | 0.107 | 0.160
finish | 0.155 | 0.0938 | 0.145
CTS | 0.155 | 0.0954 | 0.149
## metal layers
layer / global-route usage (%) / wire length (µm) / vias to the layer above
li1: - / - / 452
met1: 4.774 / 988 / 376
met2: 6.714 / 1032 / 12
met3: 0.9174 / 61 / 2
met5: 0 / 0 / -
met4: 0.7737 / 48 / 0
## Yosys cell counts (all sizes together)
library cell	number
o21ai	9
mux2i	6
and3	1
o41ai	1
a31oi	2
o31ai	2
o2111ai	1
xor2	6
xnor2	5
nor2	11
o211ai	2
a21oi	6
nand2	9
dfxtp	11
nor3	1
a211oi	2
or4	1
nand3	2
ha	11
nand4	4
clkbuf	4
a21o	2
inv	6
buf	1
o211a	1
or3	5
o32ai	1
## cell usage in the layout (no fill, tap or decap), types with 2 or more instances in the layout
cell type         n
buf_4             6
a21oi_1           6
inv_1             6
mux2i_1           6
o21ai_0           8
clkbuf_8          3
or3_1             5
a211oi_1          2
a21o_1            2
nand2_1           9
nor2_1           11
dfxtp_1          11
a31oi_1           2
nand3_1           2
o211ai_1          2
clkdlybuf4s50_1  16
xor2_1            6
xnor2_1           5
ha_1             11
nand4_1           4
## worst max-delay path, stage by stage
cell and delay, ns:
clkdlybuf4s50_1 0.52, inv_1 0.08, ha_1 0.23, a31oi_1 0.27, o211ai_1 0.14, o21ai_0 0.10
ha_1 0.28, a211oi_1 0.27, o2111ai_1 0.16, o32ai_1 0.14
## path summary, 6_finish.rpt
| path | from | end | slack, ns | cells after the start |
|---|---|---|---|---|
| max | PWM_data_input[0] | PWM_out$_SDFFE_PP0P_ | 0.34 | 10 |
| min | PWM_out$_SDFFE_PP0P_ | PWM_out$_SDFFE_PP0P_ | 0.49 | 2 |
| max reg2reg | count[0]$_SDFFE_PP0P_ | count[8]$_SDFFE_PP0P_ | 1.59 | 5 |
| min reg2reg | PWM_out$_SDFFE_PP0P_ | PWM_out$_SDFFE_PP0P_ | 0.49 | 2 |
Power is estimated from default activity; no workload was simulated.
